[/design/flow/constraint.sdc]
current_design fetch

set clk_period 9.0
set clk_io_pct 0.2

create_clock -name clk0 -period $clk_period [get_ports {clk}]

set non_clock_inputs [all_inputs -no_clocks]
set_input_delay [expr $clk_period * $clk_io_pct] -clock clk0 $non_clock_inputs
set_output_delay [expr $clk_period * $clk_io_pct] -clock clk0 [all_outputs]
[/design/flow/run.sh]
#!/bin/bash
# OpenROAD 26Q1-2900-gdf79404cd8, Yosys 0.63+post, stock flow scripts
make -C /OpenROAD-flow-scripts/flow DESIGN_CONFIG=/design/flow/config.mk WORK_HOME=/design/flow/orfs finish
[/design/flow/config.mk]
export PLATFORM = sky130hd
export DESIGN_NAME = fetch
export DESIGN_NICKNAME = fetch
export VERILOG_FILES = /design/flow/design.v
export SDC_FILE = /design/flow/constraint.sdc
export NUM_CORES = 4
export LEC_CHECK = 1
export CORE_UTILIZATION = 40
[/design/flow/design.v]
package core_package;
typedef enum logic [3:0] {
    fetch, 
    decode,  
    execute,
    memory,
    WB,
    stall,
    flush
} state;
typedef enum logic [6:0] {
        OPCODE_LOAD     = 7'b00000_11,
        OPCODE_MISC_MEM = 7'b00011_11, 
        OPCODE_OP_IMM   = 7'b00100_11,  
        OPCODE_AUIPC    = 7'b00101_11, 
        OPCODE_STORE    = 7'b01000_11, 
        OPCODE_OP       = 7'b01100_11, 
        OPCODE_LUI      = 7'b01101_11, 
        OPCODE_BRANCH   = 7'b11000_11, 
        OPCODE_JALR     = 7'b11001_11, 
        OPCODE_JAL      = 7'b11011_11, 
        OPCODE_SYSTEM   = 7'b11100_11
    } opcode_e;
typedef enum {
        INSTR_TYPE_R,
        INSTR_TYPE_I,
        INSTR_TYPE_S,
        INSTR_TYPE_B,
        INSTR_TYPE_U,
        INSTR_TYPE_J,
        INSTR_TYPE_SYSTEM,
        INSTR_TYPE_UNKNOWN
} instr_type_e;
typedef enum {
        ALU_ADD,
        ALU_SUB,
        ALU_XOR,
        ALU_OR,
        ALU_AND,
        ALU_SLL,
        ALU_SLT,
        ALU_SLTU,
        ALU_SRA,
        ALU_SRL,
        ALU_JALR,
        ALU_EQ,
        ALU_NE,
        ALU_LT,
        ALU_LTU,
        ALU_GE,
        ALU_GEU
    } alu_op_e;
typedef enum logic[2:0] {
    LB  = 3'b000,
    LH  = 3'b001,
    LW  = 3'b010,
    LBU = 3'b100,
    LHU = 3'b101
} load_funct3_e;
typedef enum logic[2:0] {
    FENCE = 3'b000,
    FENCE_I = 3'b001
} misc_mem_funct3_e;
typedef enum logic[2:0] {
    ADDI = 3'b000,
    SLTI = 3'b010,
    SLTIU = 3'b011,
    XORI = 3'b100,
    ORI = 3'b110,
    ANDI = 3'b111,
    SLLI = 3'b001,
    SR_LA_I = 3'b101
} op_imm_funct3_e;
typedef enum logic[2:0] {
    SB = 3'b000,
    SH = 3'b001,
    SW = 3'b010
} store_funct3_e;
typedef enum logic[2:0] {
    ADD_SUB = 3'b000,
    SLL = 3'b001,
    SLT = 3'b010,
    SLTU = 3'b011,
    XOR = 3'b100,
    SR_LA = 3'b101,
    OR = 3'b110,
    AND = 3'b111
} op_funct3_e;
typedef enum logic[2:0] {
    BEQ = 3'b000,
    BNE = 3'b001,
    BLT = 3'b100,
    BGE = 3'b101,
    BLTU = 3'b110,
    BGEU = 3'b111
} branch_funct3_e;
typedef enum logic[2:0] {
    ECALL_EBREAK = 3'b000,
    CSRRW = 3'b001,
    CSRRS = 3'b010,
    CSRRC = 3'b011,
    CSRRWI = 3'b101,
    CSRRSI = 3'b110,
    CSRRCI = 3'b111
} system_funct3_e;
typedef enum logic [2:0] {
    MUL = 3'b000,
    MULH = 3'b001,
    MULHSU = 3'b010,
    MULHU = 3'b011,
    DIV = 3'b100,
    DIVU = 3'b101,
    REM = 3'b110,
    REMU = 3'b111
} md_funct3_e;
typedef enum logic [1:0]{
    u_mode = 2'b00,
    s_mode = 2'b01,
    h_mode = 2'b10,
    m_mode = 2'b11
} machine_mode_e;
typedef enum logic [11:0] {
    cycle = 12'hC00,
    utime = 12'hC01,
    instret = 12'hC02,
    cycleh = 12'hC80,
    timeh = 12'hC81,
    instreth = 12'hC82,
    sstatus = 12'h100,
    sie = 12'h104,
    stvec = 12'h105,
    scounteren = 12'h106,
    senvcfg = 12'h10A,
    sscratch = 12'h140,
    sepc = 12'h141,
    scause = 12'h142,
    stval = 12'h143,
    sip = 12'h144,
    satp = 12'h180,
    scontext = 12'h5A8,
    mvenderid = 12'hF11,
    marchid = 12'hF12,
    mimpid = 12'hF13,
    mhartid = 12'hF14,
    mconfigptr = 12'hF15,
    mstatus = 12'h300,
    misa = 12'h301,
    medeleg = 12'h302,
    mideleg = 12'h303,
    mie = 12'h304,
    mtvec = 12'h305,
    mcounteren = 12'h306,
    mstatush = 12'h310,
    mscratch = 12'h340,
    mepc = 12'h341,
    mcause = 12'h342,
    mtval = 12'h343,
    mip = 12'h344,
    mtinst = 12'h34A,
    mtval2 = 12'h34B,
    menvcfg = 12'h30A,
    menvcfgh = 12'h31A,
    mseccfg = 12'h747,
    mseccfgh = 12'h757,
    pmpcfg_start = 12'h3A0,
    pmpaddr_start = 12'h3B0,
    mcycle = 12'hB00,
    minstret = 12'hB02,
    mcycleh = 12'hB80,
    minstreth = 12'hB81,
    mcountinhibit = 12'h120,
    tselect = 12'h7A0,
    tdata1 = 12'h7A1,
    tdata2 = 12'h7A2,
    tdata3 = 12'h7A3,
    mcontext = 12'h7A8,
    dcsr = 12'h7B0,
    dpc = 12'h7B1,
    dscratch = 12'h7B2,
    dscratch1 = 12'h7B3,
    SM_RET = 12'b000_00010,
    WFI  = 12'b000_00101
} csr_e;
typedef enum logic [1:0] { 
    off = 2'b00,
    nondirty_claen_someOn = 2'b01,
    nonDirty_someClean = 2'b10,
    come_dirty = 2'b11
} csr_mstatus_XS_e;
typedef enum { 
    SD=31,
    TSR=22,
    TW=21,
    TVM=20,
    MXR=19,      
    SUM=18,
    MPRV=17,     
    MPP1=12,     
    MPP0=11,
    SPP=8,       
    MPIE=7,      
    UBE=6,
    SPIE=5,      
    MIE=3,       
    SIE=1        
} mstatus_field_e;
typedef enum { 
    MBE=5,       
    SBE=4        
 } mstatush_field_e;
typedef enum { 
    MEIP = 11,   
    SEIP = 9,    
    MTIP = 7,    
    STIP = 5,    
    MSIP = 3,    
    SSIP = 1     
} mip_field_e;
typedef enum { 
    MEIE = 11,   
    SEIE = 9,    
    MTIE = 7,    
    STIE = 5,    
    MSIE = 3,    
    SSIE = 1     
} mie_field_e;
typedef enum logic [7:0]{
    s_s_interrupt = 1,
    m_s_interrupt = 3,
    s_t_interrupt = 5,
    m_t_interrupt = 7,
    s_e_interrupt = 9,
    m_e_interrupt = 11
} mcause_interrupt_e;
typedef enum logic [7:0] {
    instruction_address_missaligmened = 0,
    instruction_access_fault = 1,
    illegal_instruction = 2,
    breakpoint = 3,
    load_address_misaligned = 4,
    load_access_fault = 5,
    store_address_misaligned = 6,
    store_access_fault = 7,
    environment_call_from_u_mode = 8,
    environment_call_from_s_mode = 9,
    environment_call_from_m_mode = 11,
    instruction_page_fault = 12,
    load_page_fault = 13,
    store_page_fault = 15
} mcause_nonInterrupt_e;
typedef enum logic [1:0] {
    Direct = 0,
    Vectored = 1
} mtvec_mode_e;
typedef enum {
    CY=0,
    TM=1,
    IR=2,
    HPM3=3
} mcounteren_field_e;
typedef enum {
    A=0,
    I=8,
    S=18,
    U=20
} misa_e;
endpackage
module fetch (
    input   logic           clk,
    input   logic           reset,
    input   logic           run,
    input   logic           next_ready_i,
    output  logic           self_ready_o,
    input   logic           prev_valid_i,
    output  logic           self_valid_o, 
    input   logic           stall_i,
    input   logic           branched_i,
    input   logic           pc_wr_debug_i,
    input   logic [31:0]    pc_i,
    output  logic [31:0]    pc_o,
    output  logic           fetch_en_o
);
    logic [31:0] pc = 32'h0;
    logic new_out;
    logic branched = 1'b0;
    logic valid;
    logic first_cycle = 1'b1;
    assign self_ready_o = !stall_i;
    assign fetch_en_o = (!stall_i && prev_valid_i && next_ready_i);
    assign pc_o = pc;
    assign new_out = branched_i || pc_wr_debug_i;
    assign valid = prev_valid_i && !stall_i && !new_out;
    always_ff @(posedge clk) begin
        if (run) begin
            if (branched_i || pc_wr_debug_i) begin
                pc <= pc_i;
                branched <= 1'b1;
            end  
 else if (!stall_i && next_ready_i && !branched) begin
                pc <= pc + 4;
            end else if (branched) begin
                pc <= pc;
                branched <= 1'b0;
            end
            self_valid_o <= valid;
        end
    end
endmodule
==> results.txt <==
Area of the core = 4817 um^2
1st-iter DRT viols = 60
Worst EP arrival = 2.92 ns
I/O pin total = 75
Synthesized instance count = 210
Synth Seq Share = 49.97%
Met3 Usage GRT = 3.745%
DP HPWL = 3356 um
Critical path endpoint category = primary output
Slew margin rel. = 64.28%
Clock Skew = 0.008064 ns
Clock network power share = 28.0%
Total Power = 375.9 uW
Clk buf depth = 2
Pre-antenna DRT Iters = 4
Die X = 73.47 um
# fillers = 446
H-Tree Level Count = 2
FF-to-FF path depth = 4
Most used routing layer = met2
Max Slew Vio Count = 0
Global Route met2 Usage = 30.89%
Total setup buffers inserted after CTS = 0
Peak VDD IR = 0.07533 mV
#FFs+latches synth = 34
Share of layout cells above drive strength 1 = 6.028%
Init Core Util = 42.42%
Hold buffer count at CTS = 0
CTS clk-pin slew, worst paths = 0.06 ns
Largest net degree at the start of global routing = 36
Cell repeated most along the worst path = clkdlybuf4s50_1
CP max-delay cell = clkdlybuf4s50_1
Die height = 73.47 um
Clk sinks = 34
P_sw = 91.20 uW
Final TNS setup = 0 ns
Vias = 1,848
Final WL = 4849 um
R2r endpoint = pc[29]
Pint = 284.7 uW
Remaining Overflow, GRT = 0
WHS = 0.7284 ns
Leak pwr = 0.9624 nW
Top cells, area = edfxtp_1 50%, o21ai_0 5.4%, nand2_1 4.6%
Syn. warnings = 1
Critical path endpoint = fetch_en_o
Top cell type by total area after synthesis = edfxtp_1
Final setup viols = 0
Unrepaired setup endpoints after global routing = false
Max-area cell share = 49.97%
CTS Root Cell = clkbuf_8
Die area = 5398 um^2
Sw Ratio = 24.26%
Gates resized, CTS repair = 0
YS chip area = 2043 um^2
Post-synthesis cell type count = 36
Sequential share of power = 54.3%
Start of the worst register-to-register path = pc[4]
Post-route ant nets = 0
Gate power share = 17.6%
Run status = finished, final reports clean
N_diodes = 0
Vias in the first global route = 1,642
Antenna violations before repair = 0
Synthesized area per cell = 9.730 um^2
WL per Instance = 13.89 um
Num CTS Buffers = 5
Tool Warnings = 27
PD cells = 129.1 nW/um^2
# Cells Yosys = 210
Min Clock Period, post-route = 4.718 ns
Number of max-cap violations = 0
Hold Fails Final Rpt = 0
Met1 Use GR = 29.56%
Max Clk Rate = 0.2120 GHz
Crit path max fanout = 3
Required time worst endpoint = 7.20 ns
RePlAce Congestion = 0.8046
Critical path class = in2out
Synth Cell Area = 2043 um^2
Flop-to-flop setup slack = 6.53 ns
Critical-path cell list = clkdlybuf4s50_1 -> inv_1 -> and3_1 -> clkdlybuf4s50_1
P&R area growth vs syn = 42.50%
Crit-path max cell delay = 0.46 ns
CTS tree = built
FP Rows = 25
Layout Utilization = 60.44%
Worst Tran Pin Value = 0.5342 ns
Port Buf Inserts = 73
Hold Path Class = reg2reg
Latency at later pin = 0.29 ns
First-pass GRT wire length = 7652 um
Global Route Usage Sum = 19.21%
Setup crit start = stall_i
Routed vias/inst = 5.295
DRC viols = 0
Worst setup SP type = primary input
Period utilisation layout = 52.42%
cells in the mapped netlist:
cell / n
a21boi_0: 1
nor3b_1: 1
o21ai_0: 22
nor2_1: 17
o21a_1: 1
nor4_1: 3
and3_2: 1
buf_2: 2
nand4_4: 1
nand2b_1: 1
or3_2: 3
clkbuf_1: 9
buf_4: 1
and3_1: 7
inv_1: 3
and4_2: 1
o31a_1: 1
xor2_1: 7
and2_1: 3
and4_1: 2
a31oi_1: 14
nor3_1: 1
nand4_1: 10
or4_2: 1
or4_1: 6
or4b_1: 1
o41ai_1: 1
nand2_1: 25
clkinv_1: 1
o31ai_1: 5
ha_1: 1
edfxtp_1: 34
o31a_2: 1
or3_1: 7
xnor2_1: 6
nand3_1: 9
cell type report:
| cell class | count | area, um^2 | share of cell area, % |
|---|---|---|---|
| multi-input cells | 160 | 958.4 | 32.92 |
| inverters | 4 | 15.01 | 0.5157 |
| repair buffers | 76 | 753.2 | 25.87 |
| well taps | 67 | 83.83 | 2.879 |
| clock buffers | 5 | 68.82 | 2.364 |
| clock inverters | 3 | 11.26 | 0.3868 |
| flip-flops and latches | 34 | 1021 | 35.07 |
through the flow:
stage               area (um^2)  worst slack (ns)  cells
global route               2912             4.246    349
global placement           2831             4.286    341
CTS                        2912             4.285    349
finish                     2912             4.282    349
floorplan                  2043             5.254    210
detailed placement         2831             4.286    341
layer usage:
metal	share of wire (%)	wire length [um]
met5	0	0
met4	1.2	57
met3	5.5	267
met2	46	2228
met1	47	2296
power by group through the flow:
stage	clock network [mW]	registers [mW]	logic, mW
4_1_cts	0.109	0.204	0.0673
5_1_grt	0.115	0.206	0.0739
6_report	0.105	0.204	0.0663
worst max-delay path: cells and delay by family:
kind	cells	cell delay, ns
buffers and inverters	3	0.97
and+or+nand+nor	1	0.14
sequential cells by signal (all words and copies together) (netlist names):
register      count
self_valid_o      1
branched          1
pc               32
worst min path at each step:
stage | start | end | slack (ns) | depth (start not counted)
finish | pc[31] | pc[31] | 0.73 | 2
CTS | pc[31] | pc[31] | 0.73 | 2
global route | pc[31] | pc[31] | 0.76 | 2
logic make-up after synthesis:
| family | after synthesis | synth area share (%) |
|---|---|---|
| compound gates | 46 | 13.60 |
| xor+xnor | 13 | 5.573 |
| fa+ha+maj | 1 | 0.6123 |
| buf+inv | 16 | 3.245 |
| flops | 34 | 49.97 |
| simple gates | 100 | 27.01 |
cell usage in the layout, fill, tap and decap left out, drive strengths merged:
cell type       n
o21ai          22
nor4            3
nor3b           1
or3            10
nand4          11
or4             7
nand3           9
nand2b          1
and4            3
clkdlybuf4s50  73
inv             3
o21a            1
clkinv          4
nor2           17
nor3            1
and3            8
a31oi          14
xor2            7
o41ai           1
ha              1
nand2          25
o31ai           5
and2            3
edfxtp         34
clkbuf          5
xnor2           6
a21boi          1
or4b            1
o31a            2
buf             3
Power and IR drop assume default switching activity.
