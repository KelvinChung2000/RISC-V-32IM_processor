==> flow/design.v <==
package core_package;
typedef enum logic [3:0] {
    fetch, 
    decode,  
    execute,
    memory,
    WB,
    stall,
    flush
} state;
typedef enum logic [6:0] {
        OPCODE_LOAD     = 7'b00000_11,
        OPCODE_MISC_MEM = 7'b00011_11, 
        OPCODE_OP_IMM   = 7'b00100_11,  
        OPCODE_AUIPC    = 7'b00101_11, 
        OPCODE_STORE    = 7'b01000_11, 
        OPCODE_OP       = 7'b01100_11, 
        OPCODE_LUI      = 7'b01101_11, 
        OPCODE_BRANCH   = 7'b11000_11, 
        OPCODE_JALR     = 7'b11001_11, 
        OPCODE_JAL      = 7'b11011_11, 
        OPCODE_SYSTEM   = 7'b11100_11
    } opcode_e;
typedef enum {
        INSTR_TYPE_R,
        INSTR_TYPE_I,
        INSTR_TYPE_S,
        INSTR_TYPE_B,
        INSTR_TYPE_U,
        INSTR_TYPE_J,
        INSTR_TYPE_SYSTEM,
        INSTR_TYPE_UNKNOWN
} instr_type_e;
typedef enum {
        ALU_ADD,
        ALU_SUB,
        ALU_XOR,
        ALU_OR,
        ALU_AND,
        ALU_SLL,
        ALU_SLT,
        ALU_SLTU,
        ALU_SRA,
        ALU_SRL,
        ALU_JALR,
        ALU_EQ,
        ALU_NE,
        ALU_LT,
        ALU_LTU,
        ALU_GE,
        ALU_GEU
    } alu_op_e;
typedef enum logic[2:0] {
    LB  = 3'b000,
    LH  = 3'b001,
    LW  = 3'b010,
    LBU = 3'b100,
    LHU = 3'b101
} load_funct3_e;
typedef enum logic[2:0] {
    FENCE = 3'b000,
    FENCE_I = 3'b001
} misc_mem_funct3_e;
typedef enum logic[2:0] {
    ADDI = 3'b000,
    SLTI = 3'b010,
    SLTIU = 3'b011,
    XORI = 3'b100,
    ORI = 3'b110,
    ANDI = 3'b111,
    SLLI = 3'b001,
    SR_LA_I = 3'b101
} op_imm_funct3_e;
typedef enum logic[2:0] {
    SB = 3'b000,
    SH = 3'b001,
    SW = 3'b010
} store_funct3_e;
typedef enum logic[2:0] {
    ADD_SUB = 3'b000,
    SLL = 3'b001,
    SLT = 3'b010,
    SLTU = 3'b011,
    XOR = 3'b100,
    SR_LA = 3'b101,
    OR = 3'b110,
    AND = 3'b111
} op_funct3_e;
typedef enum logic[2:0] {
    BEQ = 3'b000,
    BNE = 3'b001,
    BLT = 3'b100,
    BGE = 3'b101,
    BLTU = 3'b110,
    BGEU = 3'b111
} branch_funct3_e;
typedef enum logic[2:0] {
    ECALL_EBREAK = 3'b000,
    CSRRW = 3'b001,
    CSRRS = 3'b010,
    CSRRC = 3'b011,
    CSRRWI = 3'b101,
    CSRRSI = 3'b110,
    CSRRCI = 3'b111
} system_funct3_e;
typedef enum logic [2:0] {
    MUL = 3'b000,
    MULH = 3'b001,
    MULHSU = 3'b010,
    MULHU = 3'b011,
    DIV = 3'b100,
    DIVU = 3'b101,
    REM = 3'b110,
    REMU = 3'b111
} md_funct3_e;
typedef enum logic [1:0]{
    u_mode = 2'b00,
    s_mode = 2'b01,
    h_mode = 2'b10,
    m_mode = 2'b11
} machine_mode_e;
typedef enum logic [11:0] {
    cycle = 12'hC00,
    utime = 12'hC01,
    instret = 12'hC02,
    cycleh = 12'hC80,
    timeh = 12'hC81,
    instreth = 12'hC82,
    sstatus = 12'h100,
    sie = 12'h104,
    stvec = 12'h105,
    scounteren = 12'h106,
    senvcfg = 12'h10A,
    sscratch = 12'h140,
    sepc = 12'h141,
    scause = 12'h142,
    stval = 12'h143,
    sip = 12'h144,
    satp = 12'h180,
    scontext = 12'h5A8,
    mvenderid = 12'hF11,
    marchid = 12'hF12,
    mimpid = 12'hF13,
    mhartid = 12'hF14,
    mconfigptr = 12'hF15,
    mstatus = 12'h300,
    misa = 12'h301,
    medeleg = 12'h302,
    mideleg = 12'h303,
    mie = 12'h304,
    mtvec = 12'h305,
    mcounteren = 12'h306,
    mstatush = 12'h310,
    mscratch = 12'h340,
    mepc = 12'h341,
    mcause = 12'h342,
    mtval = 12'h343,
    mip = 12'h344,
    mtinst = 12'h34A,
    mtval2 = 12'h34B,
    menvcfg = 12'h30A,
    menvcfgh = 12'h31A,
    mseccfg = 12'h747,
    mseccfgh = 12'h757,
    pmpcfg_start = 12'h3A0,
    pmpaddr_start = 12'h3B0,
    mcycle = 12'hB00,
    minstret = 12'hB02,
    mcycleh = 12'hB80,
    minstreth = 12'hB81,
    mcountinhibit = 12'h120,
    tselect = 12'h7A0,
    tdata1 = 12'h7A1,
    tdata2 = 12'h7A2,
    tdata3 = 12'h7A3,
    mcontext = 12'h7A8,
    dcsr = 12'h7B0,
    dpc = 12'h7B1,
    dscratch = 12'h7B2,
    dscratch1 = 12'h7B3,
    SM_RET = 12'b000_00010,
    WFI  = 12'b000_00101
} csr_e;
typedef enum logic [1:0] { 
    off = 2'b00,
    nondirty_claen_someOn = 2'b01,
    nonDirty_someClean = 2'b10,
    come_dirty = 2'b11
} csr_mstatus_XS_e;
typedef enum { 
    SD=31,
    TSR=22,
    TW=21,
    TVM=20,
    MXR=19,      
    SUM=18,
    MPRV=17,     
    MPP1=12,     
    MPP0=11,
    SPP=8,       
    MPIE=7,      
    UBE=6,
    SPIE=5,      
    MIE=3,       
    SIE=1        
} mstatus_field_e;
typedef enum { 
    MBE=5,       
    SBE=4        
 } mstatush_field_e;
typedef enum { 
    MEIP = 11,   
    SEIP = 9,    
    MTIP = 7,    
    STIP = 5,    
    MSIP = 3,    
    SSIP = 1     
} mip_field_e;
typedef enum { 
    MEIE = 11,   
    SEIE = 9,    
    MTIE = 7,    
    STIE = 5,    
    MSIE = 3,    
    SSIE = 1     
} mie_field_e;
typedef enum logic [7:0]{
    s_s_interrupt = 1,
    m_s_interrupt = 3,
    s_t_interrupt = 5,
    m_t_interrupt = 7,
    s_e_interrupt = 9,
    m_e_interrupt = 11
} mcause_interrupt_e;
typedef enum logic [7:0] {
    instruction_address_missaligmened = 0,
    instruction_access_fault = 1,
    illegal_instruction = 2,
    breakpoint = 3,
    load_address_misaligned = 4,
    load_access_fault = 5,
    store_address_misaligned = 6,
    store_access_fault = 7,
    environment_call_from_u_mode = 8,
    environment_call_from_s_mode = 9,
    environment_call_from_m_mode = 11,
    instruction_page_fault = 12,
    load_page_fault = 13,
    store_page_fault = 15
} mcause_nonInterrupt_e;
typedef enum logic [1:0] {
    Direct = 0,
    Vectored = 1
} mtvec_mode_e;
typedef enum {
    CY=0,
    TM=1,
    IR=2,
    HPM3=3
} mcounteren_field_e;
typedef enum {
    A=0,
    I=8,
    S=18,
    U=20
} misa_e;
endpackage
module ram
#(
    parameter data_width = 32,
    parameter addr_width = 32
)
(
    input logic clk,
    input logic [addr_width-1:0] addr_a,
    input logic [addr_width-1:0] addr_b,
    input logic [data_width-1:0] data,
    input logic read_a_en,
    input logic read_b_en,
    input logic write_en,
    output logic [data_width-1:0] data_a_out,
    output logic [data_width-1:0] data_b_out,
    output logic valid_o
);
logic [data_width-1:0] ram [2**addr_width:0];
always @(posedge clk) begin
    if (write_en) begin
        ram[addr_b] <= data;
    end
end
always @(posedge clk) begin
    if (read_a_en) begin
        data_a_out <= ram[addr_a];
    end
end
always @(posedge clk) begin
    if (read_b_en) begin
        data_b_out <= ram[addr_b];
    end
end
always @(posedge clk) begin
    valid_o <= read_a_en || read_b_en;
end
endmodule
==> flow/run.sh <==
#!/bin/bash
# OpenROAD 26Q1-2900-gdf79404cd8, Yosys 0.63+post, stock flow scripts
make -C /OpenROAD-flow-scripts/flow DESIGN_CONFIG=/design/flow/config.mk WORK_HOME=/design/flow/orfs finish
==> flow/config.mk <==
export PLATFORM = sky130hd
export DESIGN_NAME = ram
export DESIGN_NICKNAME = ram
export VERILOG_FILES = /design/flow/design.v
export SDC_FILE = /design/flow/constraint.sdc
export NUM_CORES = 4
export LEC_CHECK = 1
export CORE_UTILIZATION = 50
==> flow/constraint.sdc <==
current_design ram

set clk_period 1.0
set clk_io_pct 0.2

create_clock -name clk0 -period $clk_period [get_ports {clk}]

set non_clock_inputs [all_inputs -no_clocks]
set_input_delay [expr $clk_period * $clk_io_pct] -clock clk0 $non_clock_inputs
set_output_delay [expr $clk_period * $clk_io_pct] -clock clk0 [all_outputs]
==> design notes <==
With the maximum number of pins on one net before global-route repair at 34, the floorplan core density is 0.525. The H-tree depth is 3. The cell class contributing the biggest share of worst-path delay is flip-flops. The run gives 2 as the clock tree buffer depth.

In this run the static leakage power is 0.00150 uW. According to the Yosys statistics, the synthesized design has a chip area of 2910 sq um. The tools report the wire length of the first global-routing pass as 7.55 mm. The kind of path behind the tightest hold check was primary input to flop.

The final critical-path setup slack is -0.0671 ns. The run gives 0 as the number of antenna cells inserted. The net switching power in the latest report is 1440 uW.

The report lists the cells along the critical path as buf_2. Summing all multi-input logic gate instances after layout gives 6.26 sq um. The critical path is of the flop to primary output type. For the tightest slew margin relative to the limit, the log shows 0.858. Counting every instance in the synthesized netlist gives 98.

The height of the die is 78.3 um. The synthesized netlist occupies a cell area of 2910 sq um. After detailed routing, the met2 layer carries 2.26 mm of wire.

The final number of setup-violating endpoints was 53; the fraction of final layout cells with drive strength greater than 1 was 0.390. The script logs the mean routed wire length per placed instance as 17.2 um. The run gives 1 for the peak fanout along the critical path. The switching share of total power works out to 0.176. TritonCTS built the clock tree. Detailed-route vias per instance: 4.69. The fmax was 937 MHz; the count of input and output buffers was 100.

The run gives 8160 uW for the post-layout total power. The met3 wire length was 534 um; the internal power consumption was 6720 uW. The library cell used most frequently in the layout, excluding fill and tap cells, is edfxtp_1. Counting distinct cell types in the post-synthesis netlist gives 3. Number of synthesis warnings: 1.

The run gives 0.047 as the combinational cell fraction of total power. The run gives 0.721 for the utilization after layout. Once detailed placement completed, the half-perimeter wirelength came to 3.00 mm. For the number of antenna violations at the first check in global routing, the log shows 0. The share of synthesized area occupied by flip-flops and latches was 0.998; the number of warnings in the stage logs was 92.

In this run the maximum-capacitance check reported violations numbering 0. Core region area: 5540 sq um. The final weighted congestion recorded by global placement is 0.706. Worst stage delay on the critical path: 0.40 ns. Power spread over the standard cell area amounts to 2040 nW/um^2. In the final routing, the length of wire on met1 measures 2.13 mm.

In the routed design, unresolved DRC markers number 0. The tools report the cell at the root of the clock tree as clkbuf_8. The period utilization is 1.07.

The slowest stage of the critical path belongs to the cell edfxtp_1. The tools report the capturing element type of the critical path as a primary output. Detailed-route iteration 0 reported a violation count of 66. For this block, the via count after detailed routing is 1359. STA classifies the critical path startpoint as a flop. Counting I/O delays and the setup requirement, the final critical path takes 1.07 ns. The total of flip-flops plus latches after synthesis is 97. Setup repair after global routing could not meet its margin everywhere.

The highest metal layer with signal wires is met4. The die outline area was 6130 sq um. The global-route usage over all layers was 0.195. The run finished, with violations left. As reported, the later end of the worst-skew pair has a clock insertion delay of 0.33 ns. The tools report the post-CTS resize count as 197.

Per the GRT congestion report, total overflow comes to 0. CTS saw 97 sinks. The relative contribution of the clock network to total power was 0.352. According to the floorplan report, the die width is 78.3 um.

The final timing report lists a hold violation count of 0. The final max-slew violation count recorded for this run is 0. Clock tree synthesis inserted a total of 9 buffers.

Registers take 2900 sq um. In this run the layout overhead on the synthesized area is reported as 37.3%. The run gives 0.87 ns as the worst path arrival time.

The filler cells instantiated in the layout total 346. The tools report the via count of the first global-routing pass as 1490. Averaged over all synthesized cells, the footprint is 29.7 sq um. The top cell types in the final layout, fill and taps aside, are edfxtp_1 (96), buf_2 (65), clkdlybuf4s50_1 (35). The final reports fail on negative setup slack. The count of buffer and inverter cells on the critical path is 1. The first TritonRoute pass finished after 3 iterations. After detailed routing, the total wire length is 4.99 mm. The transition time recorded at the tightest slew-check pin is 0.212 ns.

In this run the remaining antenna-violating nets after routing total 0. The total cells reported by yosys after synthesis is 98, and the worst setup skew after layout is 0.00748 ns. The logs give 0.601 for the sequential cell fraction of total power and 0 for the quantity of hold-fixing buffers added after cts. For the final routed database, the setup TNS stands at -1.65 ns.

The data required time reported for the critical path is 0.80 ns. The worst VDD IR drop from the latest analysis is 0.00137 V. Looking at the worst setup and hold paths, the clock pins of their registers show a slew of 0.08 ns.

Post-CTS timing repair inserted 0 buffers for setup. The logs give 165 for the total I/O pin count and 27 for the row count.
==> cell families after synthesis <==
logic type,share of synthesized area
DFF,0.998
and+or+nand+nor,0.00215
==> worst paths after layout <==
path	startpoint	endpoint	slack, ns	depth (start not counted)
max	data_b_out[28]$_DFFE_PP_	data_b_out[28]	-0.07	1
max reg2reg	ram[0][16]$_DFFE_PP_	data_b_out[16]$_DFFE_PP_	0.31	0
min reg2reg	ram[0][5]$_DFFE_PP_	data_b_out[5]$_DFFE_PP_	0.44	0
min	data[26]	ram[0][26]$_DFFE_PP_	0.41	1
==> sequential cells by signal, summed over array words and instances, names as in the netlist <==
| register | flops |
|---|---|
| ram | 32 |
| data_a_out | 32 |
| data_b_out | 32 |
| valid_o | 1 |
==> power groups by stage <==
stage | registers (uW) | logic, uW | clock network [uW]
5_1_grt | 4940 | 417 | 3070
4_1_cts | 4910 | 393 | 2930
6_report | 4910 | 383 | 2870
==> through the flow <==
stage / hold slack [ns] / area, sq um / std cells / setup slack [ns]
floorplan: 0.297 / 2910 / 98 / 0.387
global placement: 0.423 / 4080 / 274 / -0.274
detailed placement: 0.430 / 4080 / 274 / -0.288
CTS: 0.392 / 4000 / 290 / -0.0986
global route: 0.395 / 4000 / 290 / -0.132
finish: 0.415 / 4000 / 290 / -0.0671
==> cells in the mapped netlist <==
cell type | number | area, sq um
edfxtp_1 | 96 | 2880
dfxtp_1 | 1 | 20.0
or2_1 | 1 | 6.26
==> cell type report <==
type / instances / area share
Clock inverter: 7 / 0.0291
Multi-Input combinational cell: 1 / 0.00157
Sequential cell: 97 / 0.727
Tap cell: 72 / 0.0225
Clock buffer: 9 / 0.0310
Timing Repair Buffer: 104 / 0.189
==> layer usage <==
layer,global-route usage,vias to the layer above
met3,0.0720,7
met1,0.403,642
met5,0,-
met2,0.265,84
met4,0.0296,0
li1,-,626
No activity file was given, so power comes from the tool's default toggle rates.
