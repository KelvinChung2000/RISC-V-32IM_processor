## /design/flow/design.v

```verilog
package core_package;
typedef enum logic [3:0] {
    fetch, 
    decode,  
    execute,
    memory,
    WB,
    stall,
    flush
} state;
typedef enum logic [6:0] {
        OPCODE_LOAD     = 7'b00000_11,
        OPCODE_MISC_MEM = 7'b00011_11, 
        OPCODE_OP_IMM   = 7'b00100_11,  
        OPCODE_AUIPC    = 7'b00101_11, 
        OPCODE_STORE    = 7'b01000_11, 
        OPCODE_OP       = 7'b01100_11, 
        OPCODE_LUI      = 7'b01101_11, 
        OPCODE_BRANCH   = 7'b11000_11, 
        OPCODE_JALR     = 7'b11001_11, 
        OPCODE_JAL      = 7'b11011_11, 
        OPCODE_SYSTEM   = 7'b11100_11
    } opcode_e;
typedef enum {
        INSTR_TYPE_R,
        INSTR_TYPE_I,
        INSTR_TYPE_S,
        INSTR_TYPE_B,
        INSTR_TYPE_U,
        INSTR_TYPE_J,
        INSTR_TYPE_SYSTEM,
        INSTR_TYPE_UNKNOWN
} instr_type_e;
typedef enum {
        ALU_ADD,
        ALU_SUB,
        ALU_XOR,
        ALU_OR,
        ALU_AND,
        ALU_SLL,
        ALU_SLT,
        ALU_SLTU,
        ALU_SRA,
        ALU_SRL,
        ALU_JALR,
        ALU_EQ,
        ALU_NE,
        ALU_LT,
        ALU_LTU,
        ALU_GE,
        ALU_GEU
    } alu_op_e;
typedef enum logic[2:0] {
    LB  = 3'b000,
    LH  = 3'b001,
    LW  = 3'b010,
    LBU = 3'b100,
    LHU = 3'b101
} load_funct3_e;
typedef enum logic[2:0] {
    FENCE = 3'b000,
    FENCE_I = 3'b001
} misc_mem_funct3_e;
typedef enum logic[2:0] {
    ADDI = 3'b000,
    SLTI = 3'b010,
    SLTIU = 3'b011,
    XORI = 3'b100,
    ORI = 3'b110,
    ANDI = 3'b111,
    SLLI = 3'b001,
    SR_LA_I = 3'b101
} op_imm_funct3_e;
typedef enum logic[2:0] {
    SB = 3'b000,
    SH = 3'b001,
    SW = 3'b010
} store_funct3_e;
typedef enum logic[2:0] {
    ADD_SUB = 3'b000,
    SLL = 3'b001,
    SLT = 3'b010,
    SLTU = 3'b011,
    XOR = 3'b100,
    SR_LA = 3'b101,
    OR = 3'b110,
    AND = 3'b111
} op_funct3_e;
typedef enum logic[2:0] {
    BEQ = 3'b000,
    BNE = 3'b001,
    BLT = 3'b100,
    BGE = 3'b101,
    BLTU = 3'b110,
    BGEU = 3'b111
} branch_funct3_e;
typedef enum logic[2:0] {
    ECALL_EBREAK = 3'b000,
    CSRRW = 3'b001,
    CSRRS = 3'b010,
    CSRRC = 3'b011,
    CSRRWI = 3'b101,
    CSRRSI = 3'b110,
    CSRRCI = 3'b111
} system_funct3_e;
typedef enum logic [2:0] {
    MUL = 3'b000,
    MULH = 3'b001,
    MULHSU = 3'b010,
    MULHU = 3'b011,
    DIV = 3'b100,
    DIVU = 3'b101,
    REM = 3'b110,
    REMU = 3'b111
} md_funct3_e;
typedef enum logic [1:0]{
    u_mode = 2'b00,
    s_mode = 2'b01,
    h_mode = 2'b10,
    m_mode = 2'b11
} machine_mode_e;
typedef enum logic [11:0] {
    cycle = 12'hC00,
    utime = 12'hC01,
    instret = 12'hC02,
    cycleh = 12'hC80,
    timeh = 12'hC81,
    instreth = 12'hC82,
    sstatus = 12'h100,
    sie = 12'h104,
    stvec = 12'h105,
    scounteren = 12'h106,
    senvcfg = 12'h10A,
    sscratch = 12'h140,
    sepc = 12'h141,
    scause = 12'h142,
    stval = 12'h143,
    sip = 12'h144,
    satp = 12'h180,
    scontext = 12'h5A8,
    mvenderid = 12'hF11,
    marchid = 12'hF12,
    mimpid = 12'hF13,
    mhartid = 12'hF14,
    mconfigptr = 12'hF15,
    mstatus = 12'h300,
    misa = 12'h301,
    medeleg = 12'h302,
    mideleg = 12'h303,
    mie = 12'h304,
    mtvec = 12'h305,
    mcounteren = 12'h306,
    mstatush = 12'h310,
    mscratch = 12'h340,
    mepc = 12'h341,
    mcause = 12'h342,
    mtval = 12'h343,
    mip = 12'h344,
    mtinst = 12'h34A,
    mtval2 = 12'h34B,
    menvcfg = 12'h30A,
    menvcfgh = 12'h31A,
    mseccfg = 12'h747,
    mseccfgh = 12'h757,
    pmpcfg_start = 12'h3A0,
    pmpaddr_start = 12'h3B0,
    mcycle = 12'hB00,
    minstret = 12'hB02,
    mcycleh = 12'hB80,
    minstreth = 12'hB81,
    mcountinhibit = 12'h120,
    tselect = 12'h7A0,
    tdata1 = 12'h7A1,
    tdata2 = 12'h7A2,
    tdata3 = 12'h7A3,
    mcontext = 12'h7A8,
    dcsr = 12'h7B0,
    dpc = 12'h7B1,
    dscratch = 12'h7B2,
    dscratch1 = 12'h7B3,
    SM_RET = 12'b000_00010,
    WFI  = 12'b000_00101
} csr_e;
typedef enum logic [1:0] { 
    off = 2'b00,
    nondirty_claen_someOn = 2'b01,
    nonDirty_someClean = 2'b10,
    come_dirty = 2'b11
} csr_mstatus_XS_e;
typedef enum { 
    SD=31,
    TSR=22,
    TW=21,
    TVM=20,
    MXR=19,      
    SUM=18,
    MPRV=17,     
    MPP1=12,     
    MPP0=11,
    SPP=8,       
    MPIE=7,      
    UBE=6,
    SPIE=5,      
    MIE=3,       
    SIE=1        
} mstatus_field_e;
typedef enum { 
    MBE=5,       
    SBE=4        
 } mstatush_field_e;
typedef enum { 
    MEIP = 11,   
    SEIP = 9,    
    MTIP = 7,    
    STIP = 5,    
    MSIP = 3,    
    SSIP = 1     
} mip_field_e;
typedef enum { 
    MEIE = 11,   
    SEIE = 9,    
    MTIE = 7,    
    STIE = 5,    
    MSIE = 3,    
    SSIE = 1     
} mie_field_e;
typedef enum logic [7:0]{
    s_s_interrupt = 1,
    m_s_interrupt = 3,
    s_t_interrupt = 5,
    m_t_interrupt = 7,
    s_e_interrupt = 9,
    m_e_interrupt = 11
} mcause_interrupt_e;
typedef enum logic [7:0] {
    instruction_address_missaligmened = 0,
    instruction_access_fault = 1,
    illegal_instruction = 2,
    breakpoint = 3,
    load_address_misaligned = 4,
    load_access_fault = 5,
    store_address_misaligned = 6,
    store_access_fault = 7,
    environment_call_from_u_mode = 8,
    environment_call_from_s_mode = 9,
    environment_call_from_m_mode = 11,
    instruction_page_fault = 12,
    load_page_fault = 13,
    store_page_fault = 15
} mcause_nonInterrupt_e;
typedef enum logic [1:0] {
    Direct = 0,
    Vectored = 1
} mtvec_mode_e;
typedef enum {
    CY=0,
    TM=1,
    IR=2,
    HPM3=3
} mcounteren_field_e;
typedef enum {
    A=0,
    I=8,
    S=18,
    U=20
} misa_e;
endpackage
module registerFile
    (
        input  logic           clk,
        input  logic           reset,
        input  logic           reg_rd_stall,
        input  logic           reg_wr_stall,
        input  logic           rd_rs1_en,
        input  logic  [4:0]    rs1_address,
        output logic  [31:0]   rs1_data,
        input  logic           rd_rs2_en,
        input  logic [4:0]     rs2_address,
        output logic [31:0]    rs2_data,
        input  logic           wr_rd_en,
        input  logic [4:0]     rd_address,
        input  logic [31:0]    rd_data
    );
logic [31:0] registers [1:31];
always_ff @(posedge clk)
    begin
        if (!reg_rd_stall)
            begin
                if (rd_rs1_en)
                    if (rs1_address == 5'h00) 
                        rs1_data <= 32'h0000_0000;
                    else
                        rs1_data <= (wr_rd_en && (rs1_address == rd_address)) ? rd_data : registers[rs1_address];
                else                  
                    rs1_data <= 32'hxxxx_xxxx;
                if (rd_rs2_en)
                    if (rs2_address == 5'h00) 
                        rs2_data <= 32'h0000_0000;
                    else
                        rs2_data <= (wr_rd_en && (rs2_address == rd_address)) ? rd_data : registers[rs2_address]; 
                else                  
                    rs2_data <= 32'hxxxx_xxxx;
            end
        if (wr_rd_en && (rd_address != 5'h00)) registers[rd_address] <= rd_data;
        else                                   registers[rd_address] <= 32'h0;
    end
endmodule
```

## /design/flow/run.sh

```bash
#!/bin/bash
# OpenROAD 26Q1-2900-gdf79404cd8, Yosys 0.63+post, stock flow scripts
make -C /OpenROAD-flow-scripts/flow DESIGN_CONFIG=/design/flow/config.mk WORK_HOME=/design/flow/orfs finish
```

## /design/flow/config.mk

```make
export PLATFORM = sky130hd
export DESIGN_NAME = registerFile
export DESIGN_NICKNAME = registerFile
export VERILOG_FILES = /design/flow/design.v
export SDC_FILE = /design/flow/constraint.sdc
export NUM_CORES = 4
export LEC_CHECK = 1
export CORE_UTILIZATION = 30
```

## /design/flow/constraint.sdc

```tcl
current_design registerFile

set clk_period 9.3
set clk_io_pct 0.2

create_clock -name clk0 -period $clk_period [get_ports {clk}]

set non_clock_inputs [all_inputs -no_clocks]
set_input_delay [expr $clk_period * $clk_io_pct] -clock clk0 $non_clock_inputs
set_output_delay [expr $clk_period * $clk_io_pct] -clock clk0 [all_outputs]
```

==> Slide: Implementation Results <==
Flow Results at a Glance

Synthesis
  – Post-synth regs: approximately 1100
  – Yosys Instances: 2734
  – Main flop type: edfxtp_1
  – Syn avg cell area: 18.0 um^2
  – Cell area after synthesis: 0.0491 mm^2
  – Count of library flops with an enable pin: 1056
  – Yosys stat chip area: 0.0491 mm^2
  – Asr flop ratio synth: 0%
  – Mapped Cells: between 2000 and 3000
  – Yosys warning count: 1
  – Cell Type Count: 50
  – Post-synthesis sequential area ratio: 64.5%

Clock tree
  – Post-CTS Setup Inserts: 0
  – CTS clk-pin slew, worst paths: approximately 0.060 ns
  – H-Tree Depth: 3
  – Clock tree from TritonCTS: yes
  – # clock sinks: 1056
  – Root buffer cell: clkbuf_16
  – Max Root-Sink Buffers: 3
  – # resized after CTS: 0
  – CTS Hold Bufs: 0
  – Cts bufs inserted: 100
  – Worst-Skew Late Latency: 0.70 ns

Finish
  – Finished Core Util: 34.8%
  – Top cell excl fill/tap: edfxtp_1
  – Post-Layout Cell Count: 5116
  – Reg area: 0.0317 mm^2
  – Fillers: 14997
  – Share of cells above drive strength 1: between 20% and 30%
  – Logic area: approximately 0.016 mm^2
  – Top Layout Cells: edfxtp_1, mux4_2, buf_4, a22oi_1, mux2i_1
  – Area grow syn2layout: 15.3%

Final timing
  – Final hold vios: 0
  – Min Tclk post-route: 5.60 ns
  – Final period util: between 60% and 70%
  – Final number of max-transition violations: 0
  – Layout Skew: 0.0237 ns
  – Worst-Margin Slew: roughly 1.3 ns
  – Fin Setup TNS: 0 ns
  – RSZ-0062 raised after global routing: false
  – Slew HR: 14.1%
  – Setup violators final: 0
  – Fmax: 179 MHz

Setup path
  – Crit Path Class: input pin to flip-flop
  – Largest delay share family, worst path: buffers and inverters
  – Crit-path cells: buf_6 -> buf_4 -> buf_4 -> nor2b_4 -> buf_4 -> a22oi_1 -> o221ai_1 -> nor3b_1 -> a2111oi_1 -> buf_4
  – Critical Path Sink Type: flip-flop
  – Reg-to-reg slack, setup: ~6.9 ns
  – Slowest library cell on the worst path: a2111oi_1
  – CP max stage delay: between 0.8 and 0.9 ns
  – Startpoint Class: input pin
  – Reg-to-reg startpoint: registers[18][8]
  – WP data arrival: 6.16 ns
  – Most common cell on crit path: buf_4
  – Critical Path RT: 9.86 ns
  – R2R Path End: rs2_data[8]
  – Buf/Inv on CP: 5
  – Critical Path Fanout Max: 39
  – Reg2Reg Depth: 5

Die
  – # IOs: 118
  – Chip area: 0.165 mm^2
  – # rows: 148
  – Die H: a little over 400 um
  – Die Span X: 407 um
  – Core area: 0.163 mm^2
  – Floorplan Utilization: 30.2%

Global route
  – GRT Total Usage: 20.0%
  – Grt ovf: 0
  – Initial antenna violation count: 2
  – First-pass GRT wire length: 218000 um
  – Largest net degree at the start of global routing: 87
  – Vias in the first global route: 31261

Placement
  – Post-DP HPWL: 89700 um
  – IO Port Bufs: 113
  – RePlAce Congestion: 0.919
  – Placed cell count: 4933

Detailed routing
  – Via count: 28913
  – Drt wl/cell: 30.2 um
  – WL final: 154000 um
  – Vias per inst: 5.65
  – TritonRoute pass-1 iters: 9
  – ANT cells: 0
  – Initial drt markers: 1959
  – Antenna viol nets, final: 0
  – Drt drc: 0

Power and ir drop
  – VDD IR-drop max: 0.000158 V
  – Lkg Pwr: 16.3 nW
  – Pwr/cell area: 189 mW/mm^2

Hold path
  – Worst min path class: flip-flop to flip-flop
  – Hold path cells: 3
  – Hold endpoint: rs1_data[29]
  – Worst hold start: registers[1][29]

Job
  – Count of tool warnings: 30
  – Max-cap violations: 0

Status
  – Status: complete, no violations
==> stage by stage <==
step	cell area, um^2	total power [mW]	setup WS [ns]	hold WS [ns]
3_3_place_gp	53200	6.51	3.23	0.913
4_1_cts	56600	10.8	4.03	0.941
6_report	56600	10.7	3.70	0.963
3_5_place_dp	53200	6.51	3.29	0.923
2_1_floorplan	49100	6.09	4.84	0.720
5_1_grt	56600	11.0	3.66	1.05
==> kinds of logic after synthesis <==
logic type	count (synthesis)	share of synthesized area [%]
xor gates and xnor gates	10	0.178
AOI/OAI and AO/OA	442	6.63
and+or+nand+nor	376	3.92
DFF	1056	64.5
muxes	608	22.2
buffers and inverters	242	2.57
==> where the power goes <==
group / internal, mW / switching [mW] / leakage (nW)
clock network: 2.51 / 1.78 / 1.69
logic: 0.407 / 0.606 / 6.11
registers: 5.37 / 0.0489 / 8.46
==> Yosys cell counts, drive strengths merged (4+ instances only) <==
cell type | instances | area [um^2]
nand2b | 33 | 206
and2 | 37 | 231
clkbuf | 90 | 339
xnor2 | 4 | 35.0
nor2 | 142 | 533
o221ai | 32 | 280
o21ai | 31 | 155
nand3b | 6 | 45.0
inv | 5 | 18.8
a21oi | 42 | 210
o22ai | 32 | 200
xor2 | 6 | 52.6
and3 | 10 | 62.6
mux4 | 374 | 8420
or2 | 5 | 31.3
nor2b | 58 | 363
nand2 | 42 | 158
nor3b | 21 | 158
a31oi | 34 | 213
a311oi | 31 | 272
a222oi | 21 | 210
edfxtp | 1056 | 31700
nor4 | 11 | 68.8
a2111oi | 23 | 226
mux2 | 106 | 1190
buf | 147 | 906
a22oi | 137 | 1030
a211o | 9 | 78.8
nand3 | 5 | 25.0
mux2i | 128 | 1280
a211oi | 42 | 315
==> worst reg2reg max path, cell delays in order (launching register included) <==
cell and delay, ns:
edfxtp_1 0.34, mux4_2 0.25, mux2i_1 0.07, nor2_1 0.12, a21oi_1 0.09, a2111oi_1 1.17
==> state kept, by name, indices dropped and copies added, names as in the netlist <==
| name | count |
|---|---|
| registers | 992 |
| rs1_data | 32 |
| rs2_data | 32 |
==> per-layer routing <==
metal	GRT usage, %	routed length, um	up-vias
met5	5.29	1050	-
met4	3.47	3300	27
met3	22.3	37900	260
met2	25.4	61600	2409
met1	22.2	50400	14407
li1	-	-	11810
==> worst max path at each step <==
| stage | start | endpoint | slack (ns) | depth (start not counted) |
|---|---|---|---|---|
| after CTS | rs2_address[2] | rs2_data[19] | 4.03 | 10 |
| after global routing | rs2_address[2] | rs2_data[19] | 3.66 | 10 |
| final | rs2_address[2] | rs2_data[19] | 3.70 | 10 |
==> cell type report <==
type / instances / share of cell area (%)
sequential: 1056 / 56.0
clock buffer: 115 / 4.63
timing repair buffer: 261 / 4.06
inverter: 5 / 0.0331
clock inverter: 68 / 1.38
tap: 2175 / 4.80
multi-input combinational: 1436 / 29.1
No activity file was given, so power comes from the tool's default toggle rates.
